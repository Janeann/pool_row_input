$ cat /design/flow/run.sh
#!/bin/bash
# OpenROAD 26Q1-2900-gdf79404cd8, Yosys 0.63+post, stock flow scripts
make -C /OpenROAD-flow-scripts/flow DESIGN_CONFIG=/design/flow/config.mk WORK_HOME=/design/flow/orfs finish
$ cat /design/flow/design.v
`timescale 1ns / 1ps
module input_mux(
    input [7:0] ip1,
    input [7:0] ip2,
    input [1:0] sel,
    output [7:0] op
    );
    assign op = (sel == 2'b01)?ip1:(sel == 2'b00)?ip2:8'h0;
endmodule
$ cat /design/flow/config.mk
export PLATFORM = sky130hd
export DESIGN_NAME = input_mux
export DESIGN_NICKNAME = input_mux
export VERILOG_FILES = /design/flow/design.v
export SDC_FILE = /design/flow/constraint.sdc
export NUM_CORES = 4
export LEC_CHECK = 1
export CORE_AREA = 10 10 70 70
export DIE_AREA = 0 0 80 80
$ cat /design/flow/constraint.sdc
current_design input_mux

set clk_period 1.3
set clk_io_pct 0.2

create_clock -name clk0 -period $clk_period

set non_clock_inputs [all_inputs -no_clocks]
set_input_delay [expr $clk_period * $clk_io_pct] -clock clk0 $non_clock_inputs
set_output_delay [expr $clk_period * $clk_io_pct] -clock clk0 [all_outputs]
==> results.txt <==
Latest figures from synthesis and place and route.

The run finished with clean final reports. Summed over all failing endpoints, the final setup total negative slack is 0 ns. The critical path is of the in2out type. Fill cells in the final layout number 392.

The number of antenna cells inserted is 0. The total iterations of the first detailed-routing run is 2. The placed instance area is 450 um^2. The data arrival time reported for the critical path is 0.99 ns. The detailed router finished its first iteration with 2 violations. The starting utilization of the core area is 0.0366.

The global router's overall resource usage is 0.0259. The boundary pin count is 26. In this run the tool buffered the top-level ports with 26 buffer cells.

The number of cell rows is 21. The die is 80 um tall. Across all checked pins, the minimum headroom to the slew limit is 0.859. In this run the mean area of a mapped cell was 6.95 um^2.

The total vias in the final route is 250. The routed via count divided by cell count is 2.55. The routed design shows a wire length per standard cell of 9.58 um. The count of nets left with antenna violations once routing finished came out at 0. The die is 80 um wide.

According to the floorplan report, the placeable core area is 3420 um^2. Hold timing on the final database bottoms out at a slack of 0.982 ns. The count of final hold-check violations is 0. Per the Yosys statistics, synthesis produced 18 cells.

The area of the mapped netlist is 125 um^2. The top achievable clock speed is 798 MHz. In the placement report, post-DP HPWL is listed as 735 um. Sequential cells placed in the final layout were counted as 0. Per the summary, power density relative to cell area is 271 nW/um^2. The sequential cell area in the final layout is 0 um^2.

The cell type contributing the most total cell area after synthesis is sky130_fd_sc_hd__mux2i_1. The startpoint class of the critical path is a primary input. In this run the maximum-capacitance check reported violations numbering 0. The Yosys warning count is 0.

The number of endpoints failing setup at the final stage is 0. The total wire length is 939 um. The OpenROAD warning count is 33. The fraction of final layout cells sized beyond drive strength 1 is 0.481. The type of the tightest min-delay check is in2out.

Dividing the final minimum period by the clock period gives 0.964. VDD sags by at most 0.0209 mV. Max-slew check failures listed in the final report amount to 0.

The total placed cells including tap cells is 91. The synthesized chip area reported by yosys is 125 um^2. The main area contributors are sky130_fd_sc_hd__mux2i_1 (64%), sky130_fd_sc_hd__nor2_1 (24%), sky130_fd_sc_hd__buf_6 (9.0%). According to the timing report, the data required time at the worst endpoint equals 1.04 ns.

The area of all placed cells without fillers is 512 um^2. The clock buffers instantiated in the layout total 0. The number of global-route vias before repair is 282. The standby leakage power is 0.000230 uW. At the pin with the least slew margin, the transition time is 0.208 ns. The synthesized netlist contains 4 unique library cells. The endpoint kind of the worst setup timing path is an output port. At the end of routability-driven placement, the weighted congestion stood at 0.780.

The synthesized netlist handed to floorplanning was reported with a cell count of 18. After layout, the minimum clock period comes to 1.25 ns. Excluding fillers, the count of instances in the completed layout stands at 98. The number of buffers inserted by hold repair at cts is 0. The total congestion overflow after global routing is 0. Entering global routing, the biggest net connects 6 pins.

The wire length of the first global-routing pass is 1370 um. The number of design rule violations left after detail routing is 0. The area fraction of the largest cell type after synthesis is 0.640. The area growth from synthesis to final layout is 309%. After synthesis, the most frequently instantiated cells are sky130_fd_sc_hd__mux2i_1 (8), sky130_fd_sc_hd__nor2_1 (8), sky130_fd_sc_hd__buf_1 (1), sky130_fd_sc_hd__buf_6 (1). The total die area is 6400 um^2. Of all nets on the critical path, the largest fanout is 1. The number of antenna violations at the first check in global routing is 0. Of the synthesized area, sequential elements account for 0.
[cell usage in the layout, fill, tap and decap left out, drive strengths merged]
| master | n |
|---|---|
| buf | 15 |
| clkdlybuf4s50 | 9 |
| dlygate4sd2 | 8 |
| mux2i | 8 |
| nor2 | 8 |
| clkbuf | 2 |
| clkdlybuf4s15 | 2 |
[final timing paths]
| kind | start | end | slack [ns] | cells after the start |
|---|---|---|---|---|
| min | ip2[7] | op[7] | 0.98 | 4 |
| max | ip1[1] | op[1] | 0.05 | 4 |
[repair_timing]
item / CTS / global route
setup endpoints to repair: 8 / 7
buffers inserted: 9 / 0
resized: 41 / 8
hold endpoints to repair: 0 / 0
pin swaps: 5 / 3
gates cloned: 0 / 0
[critical path, cell delays in order]
cell                              delay (ns)
sky130_fd_sc_hd__clkdlybuf4s50_1        0.45
sky130_fd_sc_hd__mux2i_1                0.08
sky130_fd_sc_hd__nor2_2                 0.11
sky130_fd_sc_hd__clkbuf_2               0.10
[area by class of cell]
cell class,count,area [um^2],share of cell area
Timing Repair Buffer,36,302,0.589
Multi-Input combinational cell,16,153,0.298
Tap cell,46,57.6,0.112
[kinds of logic after synthesis]
group | after synthesis | synth area share
multiplexers | 8 | 0.640
buffers and inverters | 2 | 0.120
AND/OR/NAND/NOR | 8 | 0.240
[routing by layer]
metal,vias to the layer above,share of wire,global-route usage
li1,128,-,-
met1,109,0.36,0.0264
met2,13,0.52,0.0514
met3,0,0.12,0.00909
met4,0,0,0
met5,-,0,0
[stage by stage]
stage	utilization	setup slack [ns]	power, uW
finish	0.150	0.0472	138
global placement	0.132	-0.510	122
detailed placement	0.132	-0.535	124
CTS	0.151	-0.0849	138
global route	0.150	-0.0398	151
floorplan	-	0.459	29.6
[power by group]
group | leakage [uW] | switching (uW) | total, uW | internal, uW
combinational | 0.000230 | 44.1 | 138 | 94.3
clock | 0 | 0 | 0 | 0
sequential | 0 | 0 | 0 | 0
Power figures rest on the tool's default switching activity, not on a simulated workload.
