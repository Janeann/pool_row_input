==> /design/flow/design.v <==
`timescale 1ns / 1ps
module comparator2(
    input [7:0] ip1,
    input [7:0] ip2,
    output [7:0] comp_op);
    assign comp_op = (ip1>ip2)?ip1:ip2;
endmodule
==> /design/flow/run.sh <==
#!/bin/bash
# OpenROAD 26Q1-2900-gdf79404cd8, Yosys 0.63+post, stock flow scripts
make -C /OpenROAD-flow-scripts/flow DESIGN_CONFIG=/design/flow/config.mk WORK_HOME=/design/flow/orfs finish
==> /design/flow/config.mk <==
export PLATFORM = sky130hd
export DESIGN_NAME = comparator2
export DESIGN_NICKNAME = comparator2
export VERILOG_FILES = /design/flow/design.v
export SDC_FILE = /design/flow/constraint.sdc
export NUM_CORES = 4
export LEC_CHECK = 1
export CORE_AREA = 10 10 70 70
export DIE_AREA = 0 0 80 80
==> /design/flow/constraint.sdc <==
current_design comparator2

set clk_period 4.0
set clk_io_pct 0.2

create_clock -name clk0 -period $clk_period

set non_clock_inputs [all_inputs -no_clocks]
set_input_delay [expr $clk_period * $clk_io_pct] -clock clk0 $non_clock_inputs
set_output_delay [expr $clk_period * $clk_io_pct] -clock clk0 [all_outputs]
==> results.yml <==
# synthesis and place-and-route metrics
run_status:
  result_of_the_run: "finished, final reports clean"
yosys:
  top_cells_by_area: "sky130_fd_sc_hd__ha_1 33%, sky130_fd_sc_hd__mux2_2 30%, sky130_fd_sc_hd__inv_1 9.9%"
  synth.yosys.chip_area_um2: 304
  synth.yosys.warnings: 0
  number_of_cells_produced_by_synthesis: 35
  number_of_cells_in_the_yosys_synthesis_report: 35
  area_share_top_type_pct: 32.9
  avgSynthCellArea_um2: 8.69
  distinct_cell_type_count_of_the_synthesized_netlist: 11
  ys_seq_share_pct: 0
  post_synth_most_frequent_cells: "8 x sky130_fd_sc_hd__ha_1, 8 x sky130_fd_sc_hd__inv_1, 8 x sky130_fd_sc_hd__mux2_2, 3 x sky130_fd_sc_hd__a21oi_1, 2 x sky130_fd_sc_hd__nand4_1"
  post-synth-top-area-cell: "sky130_fd_sc_hd__ha_1"
  post_synth_instance_area_um2: 304
floorplanning:
  initial_core_util_pct: 8.90
  io-pin-count: 24
  placementRows: 21
  chipArea_um2: 6400
  die_height_um: 80
  core_um2: 3420
  chipWidth_um: 80
setup_path:
  cp_data_required_time_ns: 3.20
  startpoint_type: "input port"
  setup.worst_path.end_class: "primary output"
  signal_arrival_time_at_the_worst_endpoint_ns: 3.05
  worstSetupPathType: "input port to primary output"
  crit_path_max_fanout: 8
finish:
  regArea_um2: 0
  synthToLayoutAreaGrowth_pct: 97.9
  num-clock-buffers: 0
  ff_count: 0
  fillers: 393
  final_util_pct: 17.6
  drive_gt1_share_pct: 18.6
timing:
  finalSetupTns_ns: 0
  finalClockPeriodUsage_pct: 96.3
  fmax_mhz: 260
  hold_viol_final: 0
  slew-limit-headroom_pct: 72.7
  finalSetupViolations: 0
  unrepaired_setup_endpoints_after_global_routing: "false"
  post-route-worst-setup-slack_ns: 0.147
  timing_max_transition_violations_final: 0
  period_needed_ns: 3.85
  worst-slew-pin-transition_ns: 0.405
placed_design:
  dp_slack_ns: 0.126
  post-dp-hpwl_um: 852
  port_buffers: 24
  place.gp.congestion: 0.735
global_routing:
  gr-total-overflow: 0
  wire_length_of_the_first_global_routing_pass_mm: 1.45
  grtUsageTotal_pct: 2.68
  grt_max_degree: 9
  number_of_antenna_violations_at_the_first_check_in_global_routing: 0
  first_global_vias: 347
power:
  ir_worst_vdd_uv: 40.4
  cellLeakagePower_uw: 0.000250
  power_density_nw_per_um2: 117
  p_total_uw: 70.2
routing:
  drt-pass1-iter-count: 2
  wl_per_cell_um: 8.72
  detailedRoute.firstIterationViolations: 1
  vias_per_cell: 3.17
  final_antenna_net_count: 0
  drt_wl_total_um: 916
  detailroute.via_count: 333
  drc: 0
  antenna-diode-count: 0
run:
  cap_violations: 0
  tool_warnings: 32
clock_network:
  post_cts_resize_count: 0
  postCtsSetupBuffers: 0
  number_of_buffers_inserted_for_hold_repair_after_clock_tree_synthesis: 0
min_path:
  min-delay-path-class: "input port to primary output"
  min_to: "comp_op[4]"
  worst_hold_path.num_cells: 3
  hold_path_startpoint: "ip2[4]"
final cells by class:
cell class | instances | area (um2) | share of cell area (%)
inverter | 8 | 30.0 | 4.99
multi-input combinational | 27 | 274 | 45.5
timing repair buffer | 24 | 240 | 39.9
tap | 46 | 57.6 | 9.56
kinds of logic after synthesis:
logic type | synth area share (%)
mux | 29.6
simple gates | 7.41
buf+inv | 9.88
compound gates | 20.2
fa+ha+maj | 32.9
how the worst max path moves through the flow:
stage,start,end,cells past startpoint
4_1_cts,ip2[1],comp_op[0],9
5_1_grt,ip2[1],comp_op[0],9
6_report,ip2[1],comp_op[0],9
metal layers:
metal	vias up	GRT usage, %	routed length (um)
li1	178	-	-
met1	131	3.89	490
met2	24	3.37	257
met3	0	1.70	167
met4	0	0	0
met5	-	0	0
per-stage QoR:
step,hold WS [ns],instances,cell area [um2]
floorplan,1.70,35,304
global placement,2.67,105,602
detailed placement,2.67,105,602
CTS,2.67,105,602
global route,2.69,105,602
finish,2.66,105,602
critical path, stage by stage:
cell and delay, ns:
sky130_fd_sc_hd__clkdlybuf4s50_1 0.47, sky130_fd_sc_hd__inv_1 0.04, sky130_fd_sc_hd__ha_1 0.27, sky130_fd_sc_hd__nor2b_1 0.14
sky130_fd_sc_hd__o211ai_2 0.14, sky130_fd_sc_hd__a21oi_2 0.09, sky130_fd_sc_hd__o22ai_4 0.30, sky130_fd_sc_hd__mux2_2 0.38
sky130_fd_sc_hd__clkdlybuf4s50_1 0.41
power breakdown:
group | total [uW] | internal, uW | switching [uW]
Clock | 0 | 0 | 0
Sequential | 0 | 0 | 0
Combinational | 70.2 | 47.7 | 22.5
layout by cell type (no fill, tap or decap):
cell type,instances
sky130_fd_sc_hd__o21ai_0,1
sky130_fd_sc_hd__nand4_1,2
sky130_fd_sc_hd__nor2b_1,1
sky130_fd_sc_hd__ha_1,8
sky130_fd_sc_hd__a21oi_2,1
sky130_fd_sc_hd__a21oi_1,3
sky130_fd_sc_hd__o211ai_2,1
sky130_fd_sc_hd__nand2_1,1
sky130_fd_sc_hd__clkdlybuf4s50_1,24
sky130_fd_sc_hd__mux2_2,8
sky130_fd_sc_hd__o22ai_4,1
sky130_fd_sc_hd__inv_1,8
Power is estimated from default activity; no workload was simulated.
