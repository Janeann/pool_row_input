`/design/flow/config.mk`:
```
export PLATFORM = sky130hd
export DESIGN_NAME = control_logic2
export DESIGN_NICKNAME = control_logic2
export VERILOG_FILES = /design/flow/design.v
export SDC_FILE = /design/flow/constraint.sdc
export NUM_CORES = 4
export LEC_CHECK = 1
export CORE_UTILIZATION = 50
```
`/design/flow/constraint.sdc`:
```
current_design control_logic2

set clk_period 6.5
set clk_io_pct 0.2

create_clock -name clk0 -period $clk_period [get_ports {clk}]

set non_clock_inputs [all_inputs -no_clocks]
set_input_delay [expr $clk_period * $clk_io_pct] -clock clk0 $non_clock_inputs
set_output_delay [expr $clk_period * $clk_io_pct] -clock clk0 [all_outputs]
```
`/design/flow/design.v`:
```
`timescale 1ns / 1ps
module control_logic2(
    input               clk,
    input               master_rst,
    input               ce,
    output wire [1:0]   sel,
    output reg          rst_m,
    output reg          op_en,
    output reg          load_sr,
    output reg          global_rst,
    output reg          end_op
    );
    parameter   m = 9'h006;
    parameter   p = 9'h002;
    integer     row_count =0;
    integer     col_count =0;
    integer     count =0;
    integer     nbgh_row_count;
    always@(posedge clk) begin             
        if(master_rst) begin
            row_count   <=0;
            col_count   <=-1; 
            count       <=-1; 
            nbgh_row_count <=0;
        end
        else begin
            if(ce) begin
                if(global_rst) begin
                   row_count <=0;
                   col_count <=0; 
                   count     <=0; 
                   nbgh_row_count <= nbgh_row_count + 1'b1;  
                end
                else begin
                    if(((col_count+1) % p == 0)&&(count == m/p-1)&&(row_count != p-1)) begin    
                        col_count <= 0;
                        row_count <= row_count + 1'b1;
                        count     <=0;
                    end 
                    else begin
                        col_count <=col_count+1'b1;
                        if(((col_count+1) % p == 0)&&(count != m/p-1)) begin
                            count <= count+ 1'b1;
                        end 
                    end
                end
            end
        end  
    end 
     always@(posedge clk) begin 
        if(master_rst) begin         
            load_sr     <=0;
            rst_m       <=0;
            op_en       <=0;
            global_rst  <=0;
            end_op      <=0;
        end
        else begin
            if(((col_count+1)%p ==0)&&(row_count == p-1)&&(col_count == p*count+ (p-1))&&ce) begin    
                op_en <=1;
            end 
            else begin
                op_en <=0;
            end
            if(ce) begin
                if(nbgh_row_count == m/p) begin      
                    end_op <=1;
                end
                else begin
                    end_op <=0;
                end
                if((col_count == m-2)&&(row_count == p-1)) begin     
                    global_rst <= 1;                                 
                end
                else begin
                    global_rst <= 0;
                end  
                if((((col_count+1) % p == 0)&&(count != m/p-1)&&(row_count == p-1))||((col_count == m-1)&&(row_count == p-1))) begin      
                    rst_m <= 1;              
                end  
                else begin
                    rst_m <= 0;
                end   
            end
        end 
    end
    always@(row_count or col_count or count or nbgh_row_count ) begin  
                if(((col_count+1) % p == 0) && (col_count >= 0)) begin                 
                    load_sr <= 1;                                  
                end 
                else begin
                    load_sr <= 0;
                end
    end 
    assign sel =  (master_rst)? 2'b10 :
                  ((col_count % p == 0) && (row_count == 0))? 2'b10 :
                  ((col_count % p == 0) && (row_count != 0))? 2'b01 : 2'b00;
    endmodule
```
`/design/flow/run.sh`:
```
#!/bin/bash
# OpenROAD 26Q1-2900-gdf79404cd8, Yosys 0.63+post, stock flow scripts
make -C /OpenROAD-flow-scripts/flow DESIGN_CONFIG=/design/flow/config.mk WORK_HOME=/design/flow/orfs finish
```
==> results_tabular.tex <==
% Synthesis and place-and-route results
\begin{tabular}{lr}
\hline
Metric & Value \\
\hline
\multicolumn{2}{l}{\textbf{Outcome}} \\
\quad Result of the run & complete, no violations \\
\multicolumn{2}{l}{\textbf{Worst hold path}} \\
\quad HP Class & register to register \\
\multicolumn{2}{l}{\textbf{Setup path}} \\
\quad Worst path slowest cell & sky130\_fd\_sc\_hd\_\_buf\_4 \\
\quad Worst path bufs/invs & 4 \\
\quad Crit-path leading delay family & buffers and inverters \\
\quad Crit-path cells & buf\_2 > buf\_4 > clkinv\_1 > and3\_1 > clkdlybuf4s50\_1 \\
\quad Type of element capturing the critical path & primary output \\
\quad Crit path required time & around 5.2 ns \\
\quad Max Fanout on Critical Path & approximately 62 \\
\quad Kind of critical path & primary input to primary output \\
\quad Critical path startpoint category & primary input \\
\quad Arrival time reported for the critical path endpoint & approximately 2.8 ns \\
\quad Longest individual stage delay on the worst path & around 0.52 ns \\
\multicolumn{2}{l}{\textbf{Timing}} \\
\quad Share of the clock period used by the worst path after layout & between 60\% and 70\% \\
\quad Fin. max-slew vios & 0 \\
\quad Worst Skew & 0.006461 ns \\
\quad Unrepaired setup endpoints after global routing & no \\
\quad Max-slew headroom & 44.37\% \\
\quad Slew at the pin closest to its max-slew limit & between 0.8 and 0.9 ns \\
\quad Number of hold violations in the final report & 0 \\
\quad Total negative setup slack & 0 ns \\
\quad Tmin final & around 4.1 ns \\
\quad Number of failing setup endpoints in the final timing report & 0 \\
\quad Fmax & approximately 0.25 GHz \\
\multicolumn{2}{l}{\textbf{Power and ir drop}} \\
\quad Worst voltage drop across the vdd grid & roughly 260 uV \\
\quad Net Sw Power & between 0.6 and 0.7 mW \\
\quad Total leakage power & roughly 2.8 nW \\
\quad Switching power share of the total & between 20\% and 30\% \\
\quad Internal power summed over all cells & 1.690 mW \\
\quad Sequential share of power & 41.1\% \\
\quad Part of the power in the clock network & 43.5\% \\
\quad Proportion of power drawn by combinational gates & 15.4\% \\
\quad Power per cell area & around 300 nW/um2 \\
\multicolumn{2}{l}{\textbf{Cells and area}} \\
\quad Number of cells in the finished layout apart from fillers & between 1k and 1.5k \\
\quad Fraction of layout cells with a size suffix above 1 & 5.882\% \\
\quad Synthesis-to-finish area growth & 11.32\% \\
\quad Share of the core filled with cells & around 58\% \\
\multicolumn{2}{l}{\textbf{Yosys}} \\
\quad Number of cells produced by synthesis & around 870 \\
\quad FFs w/ async S/R, synth & 0\% \\
\quad EDFF count, synth & 0 \\
\quad Yosys-reported design area after synthesis & roughly 7000 um2 \\
\quad Distinct lib cells & around 52 \\
\quad Commonest cells post-synth & sky130\_fd\_sc\_hd\_\_dfxtp\_1, sky130\_fd\_sc\_hd\_\_nand2\_1, sky130\_fd\_sc\_hd\_\_nor2\_1, sky130\_fd\_sc\_hd\_\_xor2\_1, sky130\_fd\_sc\_hd\_\_nand3\_1 \\
\quad Most area-hungry cell type in the Yosys netlist & sky130\_fd\_sc\_hd\_\_dfxtp\_1 \\
\quad Part of the Yosys area used for sequential elements & between 30\% and 40\% \\
\quad Mean area per synthesized cell & around 8 um2 \\
\quad Number of register bits inferred by synthesis & 132 \\
\quad Post-synth top area share & a little under two fifths \\
\quad Top cells, area & sky130\_fd\_sc\_hd\_\_dfxtp\_1, sky130\_fd\_sc\_hd\_\_xor2\_1, sky130\_fd\_sc\_hd\_\_xnor2\_1, sky130\_fd\_sc\_hd\_\_nand2\_1, sky130\_fd\_sc\_hd\_\_nor2\_1 \\
\quad Synthesized area & around 7000 um2 \\
\quad \# Cells Yosys & 869 \\
\quad Synth warnings & 3 \\
\quad Most frequently used cell type in the post-synthesis netlist & sky130\_fd\_sc\_hd\_\_dfxtp\_1 \\
\quad Main synth FF type & sky130\_fd\_sc\_hd\_\_dfxtp\_1 \\
\multicolumn{2}{l}{\textbf{Global routing}} \\
\quad Antenna violations before repair & 0 \\
\quad Overflow left after global routing & 0 \\
\quad Total global-route track usage & between 20 and 30\% \\
\quad Number of global-route vias before repair & about 5.7k \\
\quad Global-route wire length before repair & roughly 29,000 um \\
\quad Largest net degree at the start of global routing & 63 \\
\multicolumn{2}{l}{\textbf{CTS}} \\
\quad Clock slew at the register clock pins of the worst setup and hold paths & about 0.050 ns \\
\quad Clock tree from TritonCTS & yes \\
\quad Num CTS Buffers & 17 \\
\quad Number of sinks handled by clock tree synthesis & approximately 130 \\
\quad Number of hold buffers added after cts & 0 \\
\quad Post-cts gate resize count & 0 \\
\quad Clock root buffer & sky130\_fd\_sc\_hd\_\_clkbuf\_16 \\
\quad Post-CTS setup buffer count & 0 \\
\quad Clock insertion delay at the later pin of the skew report & slightly above 0.4 ns \\
\quad Deepest level of the CTS H-tree & 4 \\
\quad Maximum buffer depth of the clock tree & 2 \\
\multicolumn{2}{l}{\textbf{Route}} \\
\quad Sum of routed wire length over all layers & roughly 17,000 um \\
\quad Number of routed nets with antenna violations & 0 \\
\quad Wire length per cell & 16.37 um \\
\quad Total inserted antenna cells & 0 \\
\quad Violation count after the first detailed-route iteration & between 500 and 600 \\
\quad DR pass1 iterations & 5 \\
\quad Vias per inst & approximately 5.9 \\
\quad Via count & 6,200 \\
\quad Remaining routing DRC violations & 0 \\
\multicolumn{2}{l}{\textbf{Floorplanning}} \\
\quad Pre-placement core utilization & a little over half \\
\quad Height of the die & between 100 and 150 um \\
\quad Die outline width & 120.1 um \\
\quad Boundary Pins & 10 \\
\quad Placeable core region & 13,400 um2 \\
\quad Rows & around 42 \\
\quad Chip area & around 14,000 um2 \\
\multicolumn{2}{l}{\textbf{Place}} \\
\quad Placed wire-length estimate after detailed placement & roughly 11,000 um \\
\quad Number of buffers inserted by port buffering & 8 \\
\quad Placer's final routability congestion estimate & about 0.9 \\
\quad Cell count after placement & just over 1k \\
\multicolumn{2}{l}{\textbf{Job}} \\
\quad Max-capacitance violation count & 0 \\
\quad OpenROAD warning count & 30 \\
\hline
\end{tabular}
## path summary, 6_finish.rpt
| kind | start | to | slack [ns] | cells past startpoint |
|---|---|---|---|---|
| hold reg to reg | rst_m | rst_m | 0.46 | 2 |
| setup reg to reg | count[1] | row_count[27] | 3.62 | 9 |
| setup / recovery | master_rst | sel[0] | 2.44 | 5 |
| hold / removal | rst_m | rst_m | 0.46 | 2 |
## logic make-up after synthesis
kind of cell / synth area share, %
other cells: 0.05378
mux: 0.1436
flops: 37.90
buf+inv: 4.019
compound gates: 10.59
fa+ha+maj: 1.615
simple gates: 31.99
xor+xnor: 13.69
## layout by cell type, fill, tap and decap left out, types with 13 or more instances in the layout
master / instances
sky130_fd_sc_hd__dfxtp_1: 132
sky130_fd_sc_hd__nand2_1: 100
sky130_fd_sc_hd__nor2_1: 87
sky130_fd_sc_hd__xor2_1: 63
sky130_fd_sc_hd__nand3_1: 60
sky130_fd_sc_hd__xnor2_1: 46
sky130_fd_sc_hd__nand4_1: 40
sky130_fd_sc_hd__nor4_1: 39
sky130_fd_sc_hd__nor3_1: 32
sky130_fd_sc_hd__o21ai_0: 31
sky130_fd_sc_hd__a21oi_1: 22
sky130_fd_sc_hd__inv_1: 18
sky130_fd_sc_hd__and3_1: 18
sky130_fd_sc_hd__clkbuf_16: 17
sky130_fd_sc_hd__or3_1: 14
sky130_fd_sc_hd__o311ai_0: 14
sky130_fd_sc_hd__a21o_1: 13
## worst register-to-register path, stage by stage (launching register included)
cell and delay (ns):
sky130_fd_sc_hd__dfxtp_1 0.48, sky130_fd_sc_hd__ha_1 0.23, sky130_fd_sc_hd__nor4b_1 0.27, sky130_fd_sc_hd__and4_1 0.26
sky130_fd_sc_hd__nand4_2 0.29, sky130_fd_sc_hd__o31a_1 0.37, sky130_fd_sc_hd__buf_4 0.24, sky130_fd_sc_hd__nor3_2 0.37
sky130_fd_sc_hd__a31o_2 0.20, sky130_fd_sc_hd__a21oi_1 0.05
## routing by layer
metal  up-vias  part of all wire (%)  track usage, %
li1       3065                     -               -
met1      2933                    49           40.56
met2       193                    43           37.03
met3         9                   7.2           6.019
met4         0                  0.69           1.875
met5         -                     0               0
## power by group through the flow
stage	registers [mW]	clock network (mW)	logic [mW]
global route	0.969	1.07	0.413
CTS	0.957	1.03	0.359
finish	0.962	1.02	0.360
## layout make-up
cell class / count / area [um2]
fill: 1161 / 5638
multi-input combinational: 666 / 4050
sequential: 132 / 2643
clock buffer: 21 / 470.5
tap: 176 / 220.2
clock inverter: 10 / 153.9
timing repair buffer: 18 / 150.1
inverter: 20 / 75.07
## stage by stage
stage	cell area (um2)	setup slack [ns]	total power [mW]	hold slack, ns
after global routing	7762	2.314	2.448	0.4973
after CTS	7762	2.448	2.343	0.4658
after detailed placement	7138	2.452	1.328	0.4567
after floorplan	6973	3.238	1.241	0.4265
after global placement	7138	2.479	1.322	0.4516
final	7762	2.443	2.338	0.4589
## flip-flops by register name, summed over array words and instances, names as in the netlist
signal	cells
nbgh_row_count	32
col_count	32
row_count	32
count	32
rst_m	1
op_en	1
global_rst	1
end_op	1
No activity file was given, so power comes from the tool's default toggle rates.
